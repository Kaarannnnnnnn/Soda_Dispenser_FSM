<file path="design/flow/run.sh">
#!/bin/bash
# OpenROAD 26Q1-2900-gdf79404cd8, Yosys 0.63+post, stock flow scripts
make -C /OpenROAD-flow-scripts/flow DESIGN_CONFIG=/design/flow/config.mk WORK_HOME=/design/flow/orfs finish
</file>
<file path="design/flow/config.mk">
export PLATFORM = sky130hd
export DESIGN_NAME = Soda_dispenser_logic
export DESIGN_NICKNAME = Soda_dispenser_logic
export VERILOG_FILES = /design/flow/design.v
export SDC_FILE = /design/flow/constraint.sdc
export NUM_CORES = 4
export LEC_CHECK = 1
export CORE_AREA = 10 10 98 98
export DIE_AREA = 0 0 108 108
</file>
<file path="design/flow/constraint.sdc">
current_design Soda_dispenser_logic

set clk_period 4.7
set clk_io_pct 0.2

create_clock -name clk0 -period $clk_period [get_ports {clk}]

set non_clock_inputs [all_inputs -no_clocks]
set_input_delay [expr $clk_period * $clk_io_pct] -clock clk0 $non_clock_inputs
set_output_delay [expr $clk_period * $clk_io_pct] -clock clk0 [all_outputs]
</file>
<file path="design/flow/design.v">
`timescale 1ns / 1ps
module Soda_dispenser_logic(
    input clk, reset,
    input c,
    input [7:0] a,
    input [7:0] s,
    output reg d  
);
   parameter INIT    = 2'b00;
   parameter WAIT    = 2'b01;
   parameter ADD     = 2'b10;
   parameter DISP    = 2'b11; 
   reg [1:0] current_state, next_state;
   reg [7:0] tot;
    always @(posedge clk or posedge reset) begin
        if (reset)
            current_state <= INIT;
        else
            current_state <= next_state;
    end
    always @(*) begin
        next_state = current_state;
        d = 1'b0;
        case (current_state)
            INIT: begin
                next_state = WAIT;
            end
            WAIT: begin
                if (c) 
                    next_state = ADD;
                else if (tot >= s) 
                    next_state = DISP; 
                else
                    next_state = WAIT;
            end
            ADD: begin
                next_state = WAIT;
            end
            DISP: begin 
                d = 1'b1;
                next_state = INIT;
            end
            default: next_state = INIT;
        endcase
    end
    always @(posedge clk or posedge reset) begin
        if (reset) begin
            tot <= 8'b0;
        end else begin
            case (current_state)
                INIT:    tot <= 8'b0;
                ADD:     tot <= tot + a;
                DISP:    tot <= 8'b0;
                default: tot <= tot;
            endcase
        end
    end
endmodule
</file>
==> insert_results.sql <==
-- load yosys + openroad results
INSERT INTO impl_metrics (metric_group, metric, value, unit) VALUES
('synth', 'synthesized_chip_area_reported_by_yosys', '941', 'sq um'),
('floorplan', 'std_cell_rows', '32', ''),
('final_timing', 'report.final.slew_viol_count', '0', ''),
('setup_path', 'slowest_stage', 'sky130_fd_sc_hd__fa_1', ''),
('power', 'pwr_density_cell', '197', 'nW/um^2'),
('synth', 'synth_top_flop_cell', 'sky130_fd_sc_hd__dfrtp_1', ''),
('floorplan', 'die_y', '108', 'um'),
('clocking', 'clkLatencyLatePin', '240', 'ps'),
('synth', 'ys_types', '37', ''),
('route', 'drt_first_pass_iters', '4', ''),
('grt', 'grt_antenna_before_repair', '0', ''),
('power', 'total_power', '0.000257', 'W'),
('clocking', 'post_cts_hold_buffer_count', '0', ''),
('clocking', 'clockBufferDepth', '2', ''),
('synth', 'synthesis.area', '941', 'sq um'),
('place', 'io_buffers', '19', ''),
('synth', 'ys_ff', '12', ''),
('grt', 'grt_max_degree', '13', ''),
('job', 'warnings', '25', ''),
('route', 'initialDrtViolationCount', '33', ''),
('synth', 'synthesis.instances', '98', ''),
('synth', 'yosys-stat-cells', '98', ''),
('synth', 'common_cells', 'sky130_fd_sc_hd__ha_1, sky130_fd_sc_hd__dfrtp_1, sky130_fd_sc_hd__inv_1', ''),
('clocking', 'tritoncts_clock_tree', 'yes', ''),
('floorplan', 'fp-utilization', '12.3', '%'),
('route', 'route.final.wire_length', '2.28', 'mm'),
('clocking', 'cts_setup_buffers', '0', ''),
('job', 'drv.max_cap_violation_count', '0', ''),
('synth', 'synth.top_cell.area_share', '29.3', '%'),
('route', 'drtAntennaViolNets', '0', ''),
('place', 'finalWeightedCongestion', '0.756', ''),
('layout', 'filler_cell_count', '820', ''),
('synth', 'post-synth-top-area-cell', 'sky130_fd_sc_hd__dfrtp_1', ''),
('setup_path', 'critPathKind', 'input port to flop', ''),
('clocking', 'h-tree-depth', '1', ''),
('synth', 'ys_warn_count', '1', ''),
('final_timing', 'slew_headroom', '66.1', '%'),
('floorplan', 'core-area', '7650', 'sq um'),
('route', 'num_antenna_cells', '0', ''),
('grt', 'grt.total_usage', '4.08', '%'),
('grt', 'grt-ovfl-total', '0', ''),
('place', 'detailed_place_hpwl', '1.90', 'mm'),
('setup_path', 'timing.critical_path.cells', 'clkdlybuf4s50_1 > ha_1 > fa_1 > a21o_2 > a21oi_1 > o21ai_0 > nand4b_1 > o211ai_1', ''),
('grt', 'grt_pass1_vias', '777', ''),
('setup_path', 'endpoint_kind', 'flop', ''),
('layout', 'post_route_cells_drive_above_1_share', '10.1', '%'),
('final_timing', 'rsz0062_at_grt', 'false', ''),
('final_timing', 'period_used_share', '56.2', '%'),
('synth', 'netlist.top_cell.by_instances', 'sky130_fd_sc_hd__ha_1', ''),
('route', 'number_of_remaining_drc_errors', '0', ''),
('synth', 'synth.area.top_cells', 'sky130_fd_sc_hd__dfrtp_1, sky130_fd_sc_hd__ha_1, sky130_fd_sc_hd__mux2i_1', ''),
('synth', 'asyncSetResetFlopFracSynth', '100', '%'),
('floorplan', 'floorplan.die_area', '11700', 'sq um'),
('power', 'power.static_leakage', '0.571', 'nW'),
('final_timing', 'setup_tns', '0', 'ps'),
('outcome', 'outcome', 'finished, final reports clean', ''),
('setup_path', 'crit_path_start_kind', 'input port', ''),
('setup_path', 'critical_path_required', '4810', 'ps'),
('route', 'post_drt_wl_per_cell', '10.3', 'um'),
('final_timing', 'worst_pin_slew', '507', 'ps'),
('final_timing', 'max_freq', '379', 'MHz'),
('synth', 'ys_seq_share', '32.0', '%'),
('final_timing', 'finClkSkew', '1.54', 'ps'),
('setup_path', 'cp-startpoint', 'a[0]', ''),
('power', 'vdd_drop_max', '0.0807', 'mV'),
('clocking', 'cts-buffers-inserted', '3', ''),
('clocking', 'cts_repair_resize_count', '0', ''),
('setup_path', 'critical_path.max_stage_delay', '410', 'ps'),
('floorplan', 'floorplan.die.width', '108', 'um'),
('worst_hold_path', 'worstHoldPathType', 'flop to flop', ''),
('setup_path', 'arrival', '2750', 'ps');
==> area by class of cell <==
type / instances / area (sq um) / area share (%)
multi-input combinational: 73 / 589 / 45.2
tap: 102 / 128 / 9.78
inverter: 11 / 41.3 / 3.16
timing repair buffer: 19 / 190 / 14.6
sequential: 12 / 302 / 23.1
clock buffer: 4 / 55.1 / 4.22
==> per-layer routing <==
layer / part of all wire [%] / global-route usage, % / vias up / wire length (um)
li1: - / - / 391 / -
met5: 0 / 0 / - / 0
met3: 5.5 / 1.20 / 2 / 125
met2: 39 / 5.60 / 14 / 885
met1: 55 / 6.24 / 332 / 1250
met4: 1.0 / 0.573 / 0 / 23
==> through the flow <==
step / worst slack (ps) / area (sq um) / util (%) / hold slack, ps / instances
3_3_place_gp: 1840 / 1250 / 16.3 / 419 / 217
6_report: 2060 / 1310 / 17.1 / 431 / 221
5_1_grt: 1930 / 1310 / 17.1 / 450 / 221
3_5_place_dp: 1810 / 1250 / 16.3 / 422 / 217
2_1_floorplan: 2330 / 941 / - / 382 / 98
4_1_cts: 2060 / 1310 / 17.1 / 434 / 221
==> cells in the final DEF, fill, tap and decap left out, types with 2 or more instances in the layout <==
master,instances
sky130_fd_sc_hd__a21o_1,2
sky130_fd_sc_hd__a21oi_1,5
sky130_fd_sc_hd__a31oi_1,2
sky130_fd_sc_hd__clkbuf_8,4
sky130_fd_sc_hd__clkdlybuf4s50_1,19
sky130_fd_sc_hd__dfrtp_1,11
sky130_fd_sc_hd__ha_1,15
sky130_fd_sc_hd__inv_1,11
sky130_fd_sc_hd__mux2i_1,5
sky130_fd_sc_hd__nand2_1,8
sky130_fd_sc_hd__nand4b_1,2
sky130_fd_sc_hd__nor2_1,6
sky130_fd_sc_hd__o21ai_0,3
sky130_fd_sc_hd__xnor2_1,3
==> worst paths after layout <==
path,to,slack [ps],cells past startpoint
setup reg to reg,tot[6],2790,7
max in group asynchronous,current_state[0],3310,2
hold / removal,current_state[0],430,0
min in group asynchronous,current_state[2],1030,2
hold reg to reg,current_state[0],430,0
setup / recovery,tot[6],2060,8
==> flip-flops by register name, indices dropped and copies added (netlist names) <==
signal	count
current_state	4
tot	8
==> worst max-delay path, delay by kind of cell <==
family                     cells  cell delay [ps]
buffers and inverters          1              400
AOI/OAI and AO/OA              4              650
adders and majority gates      2              650
and+or+nand+nor                1              110
==> where the power goes <==
part	internal, W	switching [W]	total, W
sequential	0.000103	0	0.000103
clock	0.0000740	0.0000394	0.000113
combinational	0.0000234	0.0000172	0.0000406
total	0.000201	0.0000566	0.000257
==> kinds of logic after synthesis <==
logic type / synth area share (%)
fa+ha+maj: 22.1
buf+inv: 5.32
xor+xnor: 3.72
flops: 32.0
mux: 5.32
compound gates: 15.8
simple gates: 15.7
Power and IR drop assume default switching activity.
